File: ./config.mk
export PLATFORM = sky130hd
export DESIGN_NAME = axi_lite_slave
export DESIGN_NICKNAME = axi_lite_slave
export VERILOG_FILES = /design/flow/design.v
export SDC_FILE = /design/flow/constraint.sdc
export NUM_CORES = 4
export LEC_CHECK = 1
export CORE_UTILIZATION = 30
export SYNTH_HDL_FRONTEND = slang
export SYNTH_MEMORY_MAX_BITS = 65536
File: ./run.sh
#!/bin/bash
# OpenROAD 26Q1-2900-gdf79404cd8, Yosys 0.63+post, stock flow scripts
make -C /OpenROAD-flow-scripts/flow DESIGN_CONFIG=/design/flow/config.mk WORK_HOME=/design/flow/orfs finish
File: ./constraint.sdc
current_design axi_lite_slave

set clk_period 13.5
set clk_io_pct 0.2

create_clock -name clk0 -period $clk_period [get_ports {aclk}]

set non_clock_inputs [all_inputs -no_clocks]
set_input_delay [expr $clk_period * $clk_io_pct] -clock clk0 $non_clock_inputs
set_output_delay [expr $clk_period * $clk_io_pct] -clock clk0 [all_outputs]
File: ./design.v
module axi_lite_slave #(
    parameter ADDR_WIDTH = 32,
    parameter DATA_WIDTH = 32,
    parameter STRB_WIDTH = DATA_WIDTH / 8,
    parameter DATA_DEPTH = 512
)(
    input wire                        aclk,
    input wire                        areset_n,
    input wire [ADDR_WIDTH-1:0]       araddr,
    input wire                        arvalid,
    output reg                        arready,
    output reg [DATA_WIDTH-1:0]       rdata,
    output reg [1:0]                  rresp,
    output reg                        rvalid,
    input wire                        rready,
    input wire [ADDR_WIDTH-1:0]       awaddr,
    input wire                        awvalid,
    output reg                        awready,
    input wire [DATA_WIDTH-1:0]       wdata,
    input wire [STRB_WIDTH-1:0]       wstrb,
    input wire                        wvalid,
    output reg                        wready,
    output reg [1:0]                  bresp,
    output reg                        bvalid,
    input wire                        bready
);
    localparam OKAY   = 2'b00;
    localparam SLVERR = 2'b10;
    reg [DATA_WIDTH-1:0] mem [0:DATA_DEPTH-1];
    localparam WR_IDLE   = 0;
    localparam WR_DATA   = 1;
    localparam WR_RESP   = 2;
    localparam RD_IDLE   = 0;
    localparam RD_DATA   = 1;
    reg [1:0] wr_state;
    reg [1:0] rd_state;
    reg [ADDR_WIDTH-1:0] awaddr_reg;
    reg [ADDR_WIDTH-1:0] araddr_reg;
    integer i;
    always @(posedge aclk or negedge areset_n) begin
        if (!areset_n) begin
            wr_state <= WR_IDLE;
            awready  <= 1'b0;
            wready   <= 1'b0;
            bvalid   <= 1'b0;
            bresp    <= OKAY;
        end else begin
            case (wr_state)
                WR_IDLE: begin
                    awready <= 1'b1;
                    if (awvalid && awready) begin
                        awaddr_reg <= awaddr;
                        awready    <= 1'b0;
                        wready     <= 1'b1;
                        wr_state   <= WR_DATA;
                    end
                end
                WR_DATA: begin
                    if (wvalid && wready) begin
                        for (i = 0; i < STRB_WIDTH; i = i + 1) begin
                            if (wstrb[i]) begin
                                mem[awaddr_reg[$clog2(DATA_DEPTH)+1:2]][8*i +: 8] <= wdata[8*i +: 8];
                            end
                        end
                        wready   <= 1'b0;
                        bvalid   <= 1'b1;
                        bresp    <= OKAY;
                        wr_state <= WR_RESP;
                    end
                end
                WR_RESP: begin
                    if (bvalid && bready) begin
                        bvalid   <= 1'b0;
                        wr_state <= WR_IDLE;
                    end
                end
                default: wr_state <= WR_IDLE;
            endcase
        end
    end
    always @(posedge aclk or negedge areset_n) begin
        if (!areset_n) begin
            rd_state <= RD_IDLE;
            arready  <= 1'b0;
            rvalid   <= 1'b0;
            rresp    <= OKAY;
            rdata    <= 'b0;
        end else begin
            case (rd_state)
                RD_IDLE: begin
                    arready <= 1'b1;
                    if (arvalid && arready) begin
                        araddr_reg <= araddr;
                        arready    <= 1'b0;
                        rdata      <= mem[araddr[$clog2(DATA_DEPTH)+1:2]];
                        rresp      <= OKAY;
                        rvalid     <= 1'b1;
                        rd_state   <= RD_DATA;
                    end
                end
                RD_DATA: begin
                    if (rvalid && rready) begin
                        rvalid   <= 1'b0;
                        rd_state <= RD_IDLE;
                    end
                end
                default: rd_state <= RD_IDLE;
            endcase
        end
    end
endmodule
==> qor.csv <==
stage,metric,value,unit
floorplanning,die_h,1.46,mm
floorplanning,die_w,1.46,mm
critical_path,crit_fanout,63,
global_routing,grt_pass1_wl,2700,mm
final_timing,max-slew-margin-rel,4.54,%
floorplanning,fp_util,30.1,%
final_timing,hold_violations,0,
routing,drtIter0Drc,22000,
floorplanning,coreArea,2120000,um2
final_timing,tns,0,ns
final_timing,rsz0062_at_grt,false,
clock_network,cts_tree,built,
layout,combGateArea,134000,um2
logic_synthesis,ys_seq_share,77.3,%
final_timing,finalWorstSetupSlack,5.91,ns
clock_network,hold_buffers,0,
place,gp_congestion,0.903,
logic_synthesis,yosysWarningCount,0,
routing,first_pass_iters,6,
final_timing,fin_crit_sh,56.2,%
logic_synthesis,yosys_cells,29700,
logic_synthesis,yosys-stat-area,638000,um2
layout,lay_top_count,edfxtp_1,
critical_path,startpoint_type,input pin,
layout,drive_gt1_share,24.7,%
layout,ff_latch_area,493000,um2
critical_path,cp-end-kind,flop,
global_routing,grt_pass1_vias,348000,
hold_path,hp-class,reg2reg,
routing,num_vias,315000,
global_routing,grtUsageTotal,19.6,%
final_timing,setup_viol,0,
place,dp_hpwl,1270,mm
place,port_buffers,97,
routing,wl_per_cell,32.3,um
critical_path,crit_type,in2reg,
logic_synthesis,syn_avg_cell_area,21.4,um2
global_routing,overflow,0,
logic_synthesis,postSynthCellCount,29700,
power,total_power,107,mW
clock_network,numCtsBuffers,1717,
final_timing,worst_pin_slew,1.43,ns
logic_synthesis,synth-async-reset-ratio,0.256,%
power,irDropWorstVdd,0.113,mV
clock_network,clock_sinks,16400,
routing,vias_per_cell,5.17,
place,pre_cts_slack,4.76,ns
routing,ant_nets,0,
routing,drc,0,
layout,fill_cells,192000,
final_timing,finalMaxSlewViolations,0,
clock_network,cts_resized,0,
logic_synthesis,syn_area,638000,um2
final_timing,finClkSkew,0.139,ns
logic_synthesis,ys_types,85,
final_timing,min_period,7.59,ns
layout,largest_reg_flops,16400,
layout,fin_cells,60800,
logic_synthesis,flop_cell,edfxtp_1,
place,dp.cells,57400,
global_routing,grt_max_degree,145,
global_routing,antenna_found_initial,229,
critical_path,arrival,8.84,ns
critical_path,cp_data_required_time,14.76,ns
run,maxCapViolations,0,
critical_path,rrSetupSlack,8.86,ns
clock_network,clkTransAtPathRegs,0.06,ns
layout,syn2layout_area_growth,14.4,%
clock_network,cts_buffer_depth,6,
clock_network,cts_setup_buffers,0,
logic_synthesis,ys.flops,16400,
clock_network,htreeDepth,7,
clock_network,clock_latency,1.37,ns
power,p_per_area,147,nW/um2
outcome,status,finished clean,
floorplanning,dieArea,2130000,um2
run,warnings,150,
clock_network,cts_root_buf,clkbuf_16,
power,p_leak,223,nW
routing,postRouteWirelength,1960,mm
floorplanning,pin_count,148,
final_timing,max_freq,132,MHz
floorplanning,rows,535,
layout,final_cell_mix,"edfxtp_1 (16,400), mux4_2 (3,897), nor2_1 (2,209)",
final_timing,whs,0.503,ns
logic_synthesis,edf_count,16400,
-- per-layer routing --
layer / global-route usage, % / vias up / routed length (um)
li1: - / 127000 / -
met1: 17.2 / 160000 / 532000
met2: 28.0 / 23500 / 886000
met3: 19.8 / 3877 / 429000
met4: 8.94 / 303 / 107000
met5: 3.97 / - / 9310
-- final timing paths --
| check | endpoint | cells past startpoint | startpoint |
|---|---|---|---|
| setup / recovery | rdata[9] | 12 | araddr[4] |
| hold / removal | rdata[1] | 1 | rdata[1] |
| setup reg to reg | mem[145][15] | 7 | wready |
| hold reg to reg | rdata[1] | 1 | rdata[1] |
| max in group asynchronous | rdata[22] | 3 | areset_n |
| min in group asynchronous | rdata[8] | 1 | areset_n |
-- where the power goes --
group / total (mW) / switching (mW) / internal [mW]
clock network: 45.7 / 19.1 / 26.6
logic: 5.29 / 3.63 / 1.66
registers: 56.1 / 0 / 56.1
-- cell families (layout without fill, tap and decap cells) --
group                  Yosys count  count (layout)  synth area share, %
other                            1             377             0.000588
multiplexers                  5243            5243                 15.9
flip-flops                   16400           16400                 77.3
buffers and inverters         1958            4468                 1.83
AND/OR/NAND/NOR               3896            3896                 2.50
AND-OR/OR-AND                 2210            2210                 2.44
-- final cells by class --
type | count | share of cell area, %
clock inverter | 954 | 1.19
antenna | 373 | 0.128
multi-input combinational | 11400 | 18.4
inverter | 7 | 0.00943
tap | 28200 | 4.84
clock buffer | 2093 | 6.20
sequential | 16400 | 67.6
timing repair buffer | 1414 | 1.60
-- critical path, cell delays in order --
cell	delay [ns]
buf_16	0.34
buf_4	0.56
buf_4	0.50
buf_4	0.64
buf_4	0.46
buf_4	0.54
mux4_2	0.32
mux2i_1	0.10
a221oi_1	0.83
a31oi_1	0.23
a211oi_1	1.07
a221o_1	0.23
-- per-stage QoR --
step / util [%] / cell area [um2]
after floorplan: - / 638000
after global placement: 31.8 / 675000
after detailed placement: 31.8 / 675000
after CTS: 34.4 / 729000
after global routing: 34.4 / 729000
final: 34.4 / 730000
-- cells in the mapped netlist (all sizes together), types with 15 or more instances --
library cell / n / share of area [%]
a311oi: 40 / 0.055
buf: 1067 / 1.3
a221oi: 74 / 0.10
nand4: 33 / 0.032
o22a: 16 / 0.022
nor2b: 39 / 0.038
mux4: 3898 / 14
nor4: 37 / 0.036
clkbuf: 884 / 0.52
o22ai: 377 / 0.37
nor2: 2255 / 1.3
a22oi: 254 / 0.30
o21a: 15 / 0.018
mux2i: 1254 / 2.0
a32o: 16 / 0.025
a211oi: 64 / 0.075
a221o: 18 / 0.028
a21oi: 357 / 0.28
nand2: 967 / 0.57
nand3: 241 / 0.19
o21ai: 223 / 0.17
and3: 57 / 0.056
o221ai: 315 / 0.43
and2: 41 / 0.040
o311ai: 22 / 0.030
a2111oi: 40 / 0.057
mux2: 91 / 0.16
or3: 19 / 0.019
a211o: 16 / 0.022
a32oi: 53 / 0.073
nand2b: 24 / 0.024
a31oi: 125 / 0.12
a22o: 27 / 0.037
o211ai: 37 / 0.044
nor3: 141 / 0.11
dfrtp: 40 / 0.16
edfxtp: 16400 / 77
o31ai: 17 / 0.020
Power and IR drop assume default switching activity.
